### ./config.mk
export PLATFORM = sky130hd
export DESIGN_NAME = GPR
export DESIGN_NICKNAME = GPR
export VERILOG_FILES = /design/flow/design.v
export SDC_FILE = /design/flow/constraint.sdc
export NUM_CORES = 4
export LEC_CHECK = 1
export CORE_UTILIZATION = 50
### ./design.v
module GPR (
        input  wire        clk,           
        input  wire        rst,           
        input  wire [ 4:0] rs1_addr,      
        input  wire [ 4:0] rs2_addr,      
        input  wire [ 4:0] rd_addr,       
        input  wire [31:0] rd_data,       
        input  wire        reg_write,     
        output wire [31:0] rs1_data,      
        output wire [31:0] rs2_data       
    );
    reg [31:0] rf [31:0];
    assign rs1_data = (rs1_addr == 5'b0) ? 32'b0 : rf[rs1_addr];
    assign rs2_data = (rs2_addr == 5'b0) ? 32'b0 : rf[rs2_addr];
    always @(posedge clk) begin
        if (rst) begin
            integer i;
            for (i = 0; i < 32; i = i + 1) begin
                rf[i] <= 32'b0;
            end
        end
        else if (reg_write && rd_addr != 5'b0) begin
            rf[rd_addr] <= rd_data;
        end
    end
endmodule
### ./constraint.sdc
current_design GPR

set clk_period 19.7
set clk_io_pct 0.2

create_clock -name clk0 -period $clk_period [get_ports {clk}]

set non_clock_inputs [all_inputs -no_clocks]
set_input_delay [expr $clk_period * $clk_io_pct] -clock clk0 $non_clock_inputs
set_output_delay [expr $clk_period * $clk_io_pct] -clock clk0 [all_outputs]
### ./run.sh
#!/bin/bash
# OpenROAD 26Q1-2900-gdf79404cd8, Yosys 0.63+post, stock flow scripts
make -C /OpenROAD-flow-scripts/flow DESIGN_CONFIG=/design/flow/config.mk WORK_HOME=/design/flow/orfs finish
==> metrics.csv <==
stage,metric,value,unit
run_status,outcome,finished clean,
synthesis,yosys stat chip area,54200,um^2
setup_path,Setup Crit Path Kind,input port to primary output,
power_and_ir_drop,Switching Power,1290,uW
final_timing,worst-case headroom to the max-slew limit,25.0,%
synthesis,number of standard cells after synthesis,3502,
grt,number of global-route vias before repair,36853,
floorplanning,Die ar.,110000,um^2
power_and_ir_drop,areal power density over the cells,86.9,nW/um^2
power_and_ir_drop,final total power,5240,uW
layout,cell area after layout,60200,um^2
synthesis,Post-Syn Area per Cell,15.5,um^2
final_timing,unrepaired setup endpoints after global routing,false,
worst_hold_path,worst hold path class,input port to flop,
power_and_ir_drop,maximum resistive drop on vdd,0.0720,mV
clock_network,count of H-tree levels built during CTS,3,
clock_network,Resized cells post-CTS,0,
setup_path,capturing instance or port of the critical path,rs1_data[29],
layout,number of flip-flops in the largest register,1024,
layout,Area Overhead vs Synth,11.1,%
placed_design,placer's final routability congestion estimate,0.925,
floorplanning,floorplan core area,107000,um^2
drt,detailed-router iteration count before antenna repair,5,
layout,fraction of final layout cells with drive strength greater than 1,24.8,%
final_timing,Sum Neg Setup Slack,0,ps
clock_network,Max Root-Sink Buffers,3,
clock_network,CTS sink count,1024,
setup_path,required time at the worst-slack endpoint,15760,ps
final_timing,worst slack on hold paths,3840,ps
drt,number of design rule violations left after detail routing,0,
drt,ratio of routed vias to standard cells,6.49,
clock_network,clock tree from TritonCTS,built,
grt,global-route wire length before repair,257000,um
run,max capacitance violation total,0,
grt,overall track demand over capacity in global routing,37.0,%
clock_network,post-CTS clock slew at the launch and capture registers of the worst setup and hold paths,60,ps
placed_design,placed cell area,56800,um^2
clock_network,clock tree root buffer cell,sky130_fd_sc_hd__clkbuf_16,
power_and_ir_drop,Seq pwr share,49.2,%
floorplanning,number of standard-cell rows in the floorplan,120,
final_timing,worst setup margin,6980,ps
clock_network,post-CTS setup buffer count,0,
final_timing,clock period minus final worst setup slack,12720,ps
setup_path,crit path launch type,input port,
placed_design,setup slack at placement,6860,ps
power_and_ir_drop,Switching Share,24.6,%
final_timing,period utilization,64.6,%
clock_network,clock buffers created by TritonCTS,112,
floorplanning,Die X,331,um
drt,initial DRC count,1863,
setup_path,crit path from,rs1_addr[1],
drt,Post-Route WL,179000,um
run,tally of OpenROAD warnings,26,
floorplanning,floorplan die height,331,um
final_timing,Tightest Pin Transition,1100,ps
synthesis,number of unique standard cell types used by synthesis,42,
synthesis,warnings from Yosys,1,
synthesis,sequential area share after synthesis,56.7,%
power_and_ir_drop,Comb power frac,12.2,%
power_and_ir_drop,leakage power summed over all cells,0.0206,uW
drt,average wire length per cell after detail routing,35.6,um
grt,number of antenna violations at the first check in global routing,5,
drt,detailed-route via count,32634,
grt,largest net degree at the start of global routing,76,
final_timing,Peak Freq,0.0786,GHz
floorplanning,core utilization before placement,50.5,%
layout,"Most flops, register",rf,
clock_network,hold_buf cts,0,
layout,Layout fillers,8052,
final_timing,Fin. Hold Viols,0,
layout,largest registers in the final layout,rf (1024),
synthesis,number of cell instances after yosys synthesis,3502,
drt,residual antenna-violating net count after detailed routing,0,
synthesis,post-synth design cell area,54200,um^2
power_and_ir_drop,Int Power,3950,uW
setup_path,biggest fanout along the worst timing path,51,
setup_path,"Data arrival, critical path",8780,ps
setup_path,sort of element at the end of the critical path,primary output,
power_and_ir_drop,clock share of power,38.6,%
final_timing,final number of setup-violating endpoints,0,
floorplanning,Top-Level Pins,114,
final_timing,Final Max Slew Viols,0,
placed_design,Port Buffers,113,
synthesis,synthesized flop and latch total,1024,
placed_design,detailed-placement wirelength estimate,103000,um
grt,Overflow after GRT,0,
metal layers:
metal | up-vias | wire length (um) | track usage, %
met1 | 15798 | 53800 | 43.1
met4 | 12 | 9300 | 14.4
met2 | 2746 | 82100 | 51.9
li1 | 13621 | - | -
met5 | - | 195 | 2.82
met3 | 457 | 33500 | 29.6
through the flow:
| stage | utilization (%) | instances |
|---|---|---|
| after global routing | 56.1 | 5024 |
| final | 56.1 | 5027 |
| after detailed placement | 52.9 | 4818 |
| after global placement | 52.9 | 4818 |
| after CTS | 56.1 | 5024 |
| after floorplan | - | 3533 |
cell families (layout without fill, tap and decap cells):
group,count (synthesis),in the layout,share of synthesized area (%)
AOI/OAI and AO/OA,259,259,3.65
buffers and inverters,389,477,3.31
DFF,1024,1024,56.7
muxes,652,652,23.0
other,1,35,0.00691
and+or+nand+nor,1177,1177,13.3
final cells by class:
type                    instances  area (um^2)  area share [%]
clock buffers                 130         2930            4.87
well taps                    1403         1760            2.91
inverters                       2         7.51          0.0125
flip-flops and latches       1024        30700            51.0
multi-input cells            2120        21900            36.4
repair buffers                269         2330            3.86
diodes                          3         7.51          0.0125
clock inverters                76          541           0.897
worst max-delay path, stage by stage:
cell and delay [ps]:
sky130_fd_sc_hd__buf_8 420, sky130_fd_sc_hd__buf_4 620, sky130_fd_sc_hd__buf_4 690, sky130_fd_sc_hd__buf_4 590
sky130_fd_sc_hd__buf_4 680, sky130_fd_sc_hd__nor2b_1 340, sky130_fd_sc_hd__a22oi_1 260, sky130_fd_sc_hd__a21oi_1 110
sky130_fd_sc_hd__nor4_1 460, sky130_fd_sc_hd__clkdlybuf4s50_1 570
synthesized netlist by cell type:
cell type                   count  area [um^2]
sky130_fd_sc_hd__buf_4         31          233
sky130_fd_sc_hd__inv_1          2         7.51
sky130_fd_sc_hd__mux4_2       472        10600
sky130_fd_sc_hd__buf_1         18         67.6
sky130_fd_sc_hd__o21ai_0        4         20.0
sky130_fd_sc_hd__a211oi_1       7         52.6
sky130_fd_sc_hd__nor4_1         6         37.5
sky130_fd_sc_hd__nand2b_1       5         31.3
sky130_fd_sc_hd__edfxtp_1    1024        30700
sky130_fd_sc_hd__a22oi_1       16          120
sky130_fd_sc_hd__nor3_1        54          270
sky130_fd_sc_hd__a2111oi_1     41          410
sky130_fd_sc_hd__nand3b_1       5         37.5
sky130_fd_sc_hd__mux2i_1      150         1500
sky130_fd_sc_hd__nor2b_1       14         87.6
sky130_fd_sc_hd__a221o_1        2         20.0
sky130_fd_sc_hd__a22o_1        51          447
sky130_fd_sc_hd__o221ai_1       1         8.76
sky130_fd_sc_hd__o22ai_1      103          644
sky130_fd_sc_hd__nor4b_2        1         15.0
sky130_fd_sc_hd__or3b_2         4         35.0
sky130_fd_sc_hd__and4b_1        1         10.0
sky130_fd_sc_hd__conb_1         1         3.75
sky130_fd_sc_hd__or3_1          2         12.5
sky130_fd_sc_hd__buf_2         44          220
sky130_fd_sc_hd__nand3_1        5         25.0
sky130_fd_sc_hd__buf_6         22          248
sky130_fd_sc_hd__nor2_1        36          135
sky130_fd_sc_hd__nand4b_1       1         8.76
sky130_fd_sc_hd__a32o_1         4         40.0
sky130_fd_sc_hd__nand2_1        7         26.3
sky130_fd_sc_hd__and2_1       995         6220
sky130_fd_sc_hd__and3_1         3         18.8
sky130_fd_sc_hd__clkbuf_1     272         1020
sky130_fd_sc_hd__nor4b_1        2         17.5
sky130_fd_sc_hd__a221oi_1       4         35.0
sky130_fd_sc_hd__mux2_2        30          338
sky130_fd_sc_hd__or4b_2         1         10.0
sky130_fd_sc_hd__a2111oi_0     14          123
sky130_fd_sc_hd__nand4bb_1      2         22.5
sky130_fd_sc_hd__or2_2         33          206
sky130_fd_sc_hd__a21oi_1       12         60.1
power groups by stage:
stage                 clock network (uW)  logic, uW  registers [uW]
final                               2020        638            2580
after global routing                2130        668            2590
after CTS                           2040        635            2580
worst min-delay path by stage:
stage     from   endpoint  cells past startpoint
4_1_cts    rst  rf[0][24]                      2
5_1_grt    rst  rf[0][24]                      2
6_report   rst  rf[0][24]                      2
cells in the final DEF (no fill, tap or decap), drive strengths merged, types with 2 or more instances in the layout:
cell type	Yosys	layout
nor3	54	54
nand2b	5	5
a21oi	12	12
a2111oi	55	55
inv	2	5
nor4b	3	3
and3	3	3
buf	115	165
and2	995	995
o22ai	103	103
a22oi	16	16
conb	1	32
a221oi	4	4
nor2b	14	14
clkinvlp	0	6
a211oi	7	7
or2	33	33
nor4	6	6
clkbuf	272	130
nand2	7	7
mux2	30	30
or3b	4	4
nand3	5	5
nand3b	5	5
mux4	472	472
clkdlybuf4s50	0	104
or3	2	2
edfxtp	1024	1024
a22o	51	51
diode	0	3
o21ai	4	4
a221o	2	2
nor2	36	36
clkinv	0	60
nand4bb	2	2
a32o	4	4
bufinv	0	7
mux2i	150	150
No activity file was given, so power comes from the tool's default toggle rates.
