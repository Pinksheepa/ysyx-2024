`config.mk`:
```
export PLATFORM = sky130hd
export DESIGN_NAME = decode38_if
export DESIGN_NICKNAME = decode38_if
export VERILOG_FILES = /design/flow/design.v
export SDC_FILE = /design/flow/constraint.sdc
export NUM_CORES = 4
export LEC_CHECK = 1
export CORE_AREA = 10 10 70 70
export DIE_AREA = 0 0 80 80
```
`constraint.sdc`:
```
current_design decode38_if

set clk_period 1.2
set clk_io_pct 0.2

create_clock -name clk0 -period $clk_period

set non_clock_inputs [all_inputs -no_clocks]
set_input_delay [expr $clk_period * $clk_io_pct] -clock clk0 $non_clock_inputs
set_output_delay [expr $clk_period * $clk_io_pct] -clock clk0 [all_outputs]
```
`design.v`:
```
module decode24_case(x,en,y);
    input [1:0] x;
    input en;
    output reg [3:0] y;
    always @(x or en)
        begin
            if(en)
                begin
                    case (x)
                        2'b00: y = 4'b0001;
                        2'b01: y = 4'b0010;
                        2'b10: y = 4'b0100;
                        2'b11: y = 4'b1000;
                        default: y = 4'b0000;
                    endcase
                end
            else
                y = 4'b0000;
        end
endmodule
module decode38_if(x,en,f);
    input [2:0] x;
    input en;
    output reg [7:0] f;
    integer i;
    always @(x or en) begin
        if(en)
            begin
                for(i=0; i<8; i=i+1)
                    begin
                        if(i == x)
                            f = 8'b1 << i;
                    end
            end
        else    
            f = 8'b00000000;
    end
endmodule  
```
`run.sh`:
```
#!/bin/bash
# OpenROAD 26Q1-2900-gdf79404cd8, Yosys 0.63+post, stock flow scripts
make -C /OpenROAD-flow-scripts/flow DESIGN_CONFIG=/design/flow/config.mk WORK_HOME=/design/flow/orfs finish
```
==> reports/results.ini <==
[synthesis]
top_cell_area_share_pct=54.55
top_cell=dlxtn_1
synth_flops=8
synth-main-ff-cell=dlxtn_1
topCellsByArea=dlxtn_1 55%, and4bb_2 17%, and4b_2 15%
yosysWarnings=1
async_flop_share_pct=0
yosys-top-cells-count=8 x dlxtn_1, 3 x and4b_2, 3 x and4bb_2
edf_count=0
yosysUniqueCellTypes=6
synthCells=17
synth.avg_cell_area_um2=12.95
netlist_area_um2=220.2
ys_cells=17
top_area_cell=dlxtn_1
yosys_area_um2=220.2

[sta]
min_period_ps=1299
finalClockPeriodUsage_pct=108.3
worst_slack_ps=-99.22
setup_tns_ps=-500.6
finalHoldViolCount=0
final_max_slew_viol_count=0
rsz0062_at_grt=true
unconstrained_endpoints=8
setup_viol=7
max_freq_mhz=769.7
unclocked_regs=8

[pwr]
power_uw=79.22
vdd_ir_drop_max_v=0.00002474
power_leakage_nw=0.2074
power_density_mw_per_mm2=183.0

[detailed_routing]
antennaDiodeCount=0
first_iter_violations=18
vias=180
remaining_drc_errors=0
wl_um=590
routedWlPerCell_um=7.195
avgViaCountPerCell=2.195
ant_nets=0
firstDrtPassIters=2

[floorplan]
die_w_um=80
num_io_pins=12
placement_rows=21
die_y_um=80
design.core.area_mm2=0.003416
fp_util_pct=6.447
die-area_mm2=0.006400

[final_layout]
stdcell_area_um2=432.9
largest_reg_flops=8
instances_no_fill=82
drive_gt1_share_pct=63.89
area_delta_synth_final_pct=96.59

[placement]
placedCellCount=82
port_buffers=12
place_area_um2=424.2
gp_congestion=0.7508

[setup_path]
critPathLaunch=x[2]
cp.depth=4
critPathMaxStageDelay_ps=340
crit_type=in -> out
crit_chain=buf_12 -> and4bb_2 -> dlxtn_2 -> buf_2
cp.arrival_ps=1060
end_kind=output port
cp.required_ps=960
crit_fanout=8
critical-path-top-delay-family=latches
cp-endpoint=f[1]
worst-path-buf-inv=2
critPathLaunchType=input pin
cpMaxStageDelayCell=dlxtn_2

[global_routing]
grt_max_degree=9
grt_pass1_wl_um=959
antenna_found_initial=0
grt_usage_pct=1.785
grt_pass1_vias=154
grt_overflow=0

[cts]
postCtsSetupRepairBufs=0
ctsHoldBuffers=0

[job]
maxCapViolations=0
warning_count=34

[outcome]
violations=negative setup slack
outcome=finished, violations left

[cells by family (layout without fill, tap and decap cells)]
family        Yosys count  in the layout  synth area share [%]
buf+inv                 0             12                     0
simple gates            8              8                 43.75
other cells             1              8                 1.703
latches                 8              8                 54.54
[per-layer routing]
layer  track usage [%]  wire (um)  up-vias
li1                  -          -       98
met1             2.802        278       72
met2             1.926        190       10
met3             1.250        121        0
met4                 0          0        0
met5                 0          0        -
[through the flow]
stage	utilization, %	setup slack, ps
after floorplan	-	162.9
after global placement	12.42	-981.3
after detailed placement	12.42	-992.5
after CTS	12.05	-122.4
after global routing	12.67	-143.1
final	12.67	-99.22
[placed cells by master, fill, tap and decap left out, drive strengths merged]
cell type and count:
and4bb 3, buf 12, dlxtn 8, nor4b 1, conb 8, and4 1, and4b 3
[power breakdown]
| group | switching, mW | internal (mW) |
|---|---|---|
| clock network | 0 | 0 |
| registers | 0.00154 | 0.0181 |
| logic | 0.0201 | 0.0395 |
| total | 0.0216 | 0.0576 |
[what timing repair did]
item	4_1_cts	5_1_grt
endpoints found under the hold margin	0	0
endpoints found under the setup margin	8	8
resized	55	6
pin swaps	4	4
[area by class of cell]
type                       count  area [um^2]
fill                         395         2983
multi-input combinational     16        136.4
sequential                     8        123.9
tap                           46        57.56
timing repair buffer          12        115.1
